<file path="config.mk">
export PLATFORM = sky130hd
export DESIGN_NAME = main
export DESIGN_NICKNAME = main
export VERILOG_FILES = /design/flow/design.v
export SDC_FILE = /design/flow/constraint.sdc
export NUM_CORES = 4
export LEC_CHECK = 1
export CORE_UTILIZATION = 40
</file>
<file path="constraint.sdc">
current_design main

set clk_period 5.6
set clk_io_pct 0.2

create_clock -name clk0 -period $clk_period [get_ports {clk}]

set non_clock_inputs [all_inputs -no_clocks]
set_input_delay [expr $clk_period * $clk_io_pct] -clock clk0 $non_clock_inputs
set_output_delay [expr $clk_period * $clk_io_pct] -clock clk0 [all_outputs]
</file>
<file path="design.v">
`timescale 1ns / 1ps
module clock#(parameter div_value = 1)(
input wire clk,  
output reg divided_clk = 0  
);
integer counter_value = 0;
always@ (posedge clk)
begin
    if (counter_value == div_value)
        counter_value <= 0;
    else 
        counter_value <= counter_value+1;
    end
always@ (posedge clk)
begin
    if(counter_value == div_value)
        divided_clk <= ~divided_clk;
end
endmodule
`timescale 1ns / 1ps
module horizontal_counter(
    input clk_25Mhz,
    output reg enable_V_Counter = 0,
    output reg [15:0] H_Count_Value = 0
    );
    always@(posedge clk_25Mhz) begin
        if (H_Count_Value < 800) begin
            H_Count_Value <= H_Count_Value +1;
            enable_V_Counter <=0;  
        end
        else begin
            H_Count_Value <= 0;  
            enable_V_Counter <= 1;     
        end
    end
endmodule
`timescale 1ns / 1ps
module main(
    input clk,
    input [11:0] SW,
    output Hsynq,
    output Vsynq,
    output [3:0] Red,
    output [3:0] Green,
    output [3:0] Blue
    );
wire clk_25M;
wire enable_V_Counter;
wire [15:0] H_Count_Value;
wire [15:0] V_Count_Value;
clock VGA_Clock_gen (clk, clk_25M);
horizontal_counter VGA_horiz (clk_25M, enable_V_Counter, H_Count_Value);
vertical_counter vertical_counter(clk_25M, enable_V_Counter, V_Count_Value);
assign Hsynq = (H_Count_Value < 96) ? 1'b0:1'b1; 
assign Vsynq = (V_Count_Value < 2) ? 1'b0:1'b1; 
assign Red = (H_Count_Value < 784 && H_Count_Value > 143 && V_Count_Value < 515 && V_Count_Value > 34) ? SW[3:0]:4'h0;
assign Green = (H_Count_Value < 784 && H_Count_Value > 143 && V_Count_Value < 515 && V_Count_Value > 34) ? SW[7:4]:4'h0;
assign Blue = (H_Count_Value < 784 && H_Count_Value > 143 && V_Count_Value < 515 && V_Count_Value > 34) ? SW[11:8]:4'h0;
endmodule
`timescale 1ns / 1ps
module vertical_counter(
    input clk_25Mhz,
    input enable_V_Counter,
    output reg [15:0] V_Count_Value = 0
    );
    always@(posedge clk_25Mhz) begin
        if (enable_V_Counter == 1'b1) begin
            if (V_Count_Value < 525)  
                V_Count_Value <= V_Count_Value +1;
            else V_Count_Value <= 0;  
    end
    end
endmodule
</file>
<file path="run.sh">
#!/bin/bash
# OpenROAD 26Q1-2900-gdf79404cd8, Yosys 0.63+post, stock flow scripts
make -C /OpenROAD-flow-scripts/flow DESIGN_CONFIG=/design/flow/config.mk WORK_HOME=/design/flow/orfs finish
</file>
==> impl_metrics.tcl <==
# yosys + openroad results
set metrics [dict create \
    status "completed" \
    ff2ff_path_depth 5 \
    die_h_um 87.79 \
    yosysTopAreaCell "dfxtp_1" \
    p_switching_mw 0.08361 \
    synth.distinct_cells 36 \
    place_area_um2 3351 \
    worst_ep_required_time_ns 4.48 \
    yosys_warnings 3 \
    comb_power_share_pct 2.0 \
    wire_per_inst_um 11.44 \
    clock_latency_ns 0.28 \
    layout_top_cell "dfxtp_1" \
    hold_violations 0 \
    cts_tree "yes" \
    drv_cap 0 \
    cts_made_buffers 5 \
    cp.arrival_ns 2.26 \
    period_used_pct 60.30 \
    cp_max_fo 1 \
    synth_area_um2 2944 \
    rows 30 \
    rsz0062_at_grt "false" \
    vias 2039 \
    pwr-share-seq_pct 54.0 \
    p_int_mw 0.3548 \
    yosys_area_um2 2944 \
    setup-violations-final 0 \
    mostFrequentLayoutCells "dfxtp_1 (49), nor2_1 (37), xnor2_1 (33), clkdlybuf4s50_1 (26)" \
    viasPerCell 4.890 \
    muxShareOfSynthArea_pct 0 \
    grt_max_degree 34 \
    logic_area_um2 1423 \
    ys_ff 66 \
    untimed_endpoints 39 \
    drc 0 \
    synthTopCellsByArea "dfxtp_1 (33%), edfxtp_1 (17%), xnor2_1 (9.8%), nor2_1 (4.7%), and4_1 (3.3%)" \
    min_period_ns 3.377 \
    die_x_um 87.79 \
    clkTransAtPathRegs_ns 0.06 \
    die_area_um2 7707 \
    ant_nets 0 \
    dr.pass1.iters 4 \
    grt_use_total_pct 13.35 \
    slew_viol_final 0 \
    vdd_drop_max_v 0.0001673 \
    logic_family "simple AND/OR/NAND/NOR gates" \
    unclocked_regs 33 \
    drive_gt1_share_pct 8.100 \
    xor_area_share_pct 13.09 \
    drt-total-wl_um 4770 \
    cts_setup_buffers 0 \
    grt-ovfl-total 0 \
    fp.coreArea_um2 6944 \
    io_buffers 26 \
    ys_sh_aoi_pct 3.060 \
    power_frac_clock_pct 44.0 \
    top_area_share_pct 33.32 \
    final_cell_area_um2 3452 \
    powerDensity_nw_per_um2 127.0 \
    cts_root_buf "clkbuf_8" \
    io_pins 27 \
    routabilityCongestion 0.8225 \
    cts_hold_buffers 0 \
    switching_share_pct 19.07 \
    diodes 0 \
    synth_seq_share_pct 50.66 \
    p_leak_nw 1.201 \
    syn_avg_cell_area_um2 10.44 \
    htree_levels 2 \
    seqCellArea_um2 1491 \
    clockBufferDepth 2 \
    endpoint_kind "output port" \
    final_cells 417 \
    hold_path_class "flip-flop to flip-flop" \
    skew_ns 0.004439 \
    ys_cells 282 \
    grt_pass1_vias 1822 \
    fmax_mhz 296.2 \
    start_kind "primary input" \
    tool_warnings 27 \
    relSlewSlack_pct 45.38 \
    antenna_found_initial 0 \
    fill_cells 637 \
    placedCellCount 409 \
    fp_util_pct 42.40 \
    fa_ha_area_share_pct 2.125 \
    crit_type "primary input to output port" \
    synthToLayoutAreaGrowth_pct 17.25 \
    hold_path_depth 1 \
    dp_hpwl_um 3566 \
    drt_iter0_markers 67 \
    synthSimpleGateAreaFrac_pct 28.52 \
    cts.repair.resized 0 \
    setup_tns_ns 0 \
    total_power_mw 0.4384 \
    grt_pass1_wl_um 8059 \
    synthCells 282 \
    worstMarginPinSlew_ns 0.8157 \
]
==> worst max-delay path, cell delays in order <==
cell             delay (ns)
clkdlybuf4s50_1        0.46
and4_2                 0.20
clkdlybuf4s50_1        0.48
==> cell usage after synthesis (all sizes together) <==
master   number
nor2         37
xor2         11
nand4        15
nor4b         1
a2111oi       2
o31a          1
or2           1
o41ai         1
a31oi         2
nor3          6
and4         13
inv           9
xnor2        33
buf           1
nor2b         1
nor4         14
ha            5
and3          9
edfxtp       17
a21o          1
o211ai        3
nand3        19
clkbuf        8
nand2        18
or4b          2
o22ai         1
conb          1
and4b         1
dfxtp        49
==> power by group through the flow <==
stage	Clock, mW	Combinational [mW]	Sequential [mW]
CTS	0.198	0.00884	0.237
global route	0.208	0.00960	0.237
finish	0.193	0.00868	0.237
==> metal layers <==
| layer | GRT usage [%] | wire length, µm | vias to the layer above |
|---|---|---|---|
| met1 | 20.01 | 2369 | 948 |
| met4 | 1.490 | 60 | 0 |
| met3 | 1.908 | 89 | 6 |
| met2 | 21.99 | 2251 | 11 |
| met5 | 0 | 0 | - |
| li1 | - | - | 1074 |
==> state kept, by name, indices dropped and copies added (netlist names) <==
name and cells:
VGA_horiz.H_Count_Value 16, VGA_Clock_gen.divided_clk 1, VGA_horiz.enable_V_Counter 1, VGA_Clock_gen.counter_value 32, vertical_counter.V_Count_Value 16
==> area by class of cell <==
class	count	share of cell area [%]
Clock buffer	7	2.791
Clock inverter	1	0.1450
Inverter	9	0.9786
Multi-Input combinational cell	209	41.21
Sequential cell	66	43.20
Tap cell	96	3.480
Timing Repair Buffer	29	8.191
==> final timing paths <==
kind                                                      start                              end  slack (ns)
worst max-delay path                                      SW[7]                         Green[3]        2.22
worst min-delay path            VGA_Clock_gen.counter_value[31]  VGA_Clock_gen.counter_value[31]        0.46
worst max register to register   VGA_Clock_gen.counter_value[0]  VGA_Clock_gen.counter_value[28]        3.69
worst min register to register  VGA_Clock_gen.counter_value[31]  VGA_Clock_gen.counter_value[31]        0.46
==> kinds of logic (layout without fill, tap and decap cells) <==
family	count (synthesis)	count (layout)
other	1	12
buffers and inverters	18	46
AND-OR/OR-AND	11	11
AND/OR/NAND/NOR	137	137
flip-flops	66	66
adder cells (fa/ha/maj)	5	5
XOR/XNOR	44	44
==> per-stage QoR <==
stage / util [%] / setup WS, ns / hold WS, ns
2_1_floorplan: - / 3.211 / 0.4354
3_3_place_gp: 48.25 / 2.228 / 0.4569
3_5_place_dp: 48.25 / 2.212 / 0.4571
4_1_cts: 49.71 / 2.212 / 0.4689
5_1_grt: 49.71 / 2.181 / 0.4997
6_report: 49.71 / 2.223 / 0.4619
Power figures rest on the tool's default switching activity, not on a simulated workload.
